==> ./config.mk <==
export PLATFORM = sky130hd
export DESIGN_NAME = TC
export DESIGN_NICKNAME = TC
export VERILOG_FILES = /design/flow/design.v
export SDC_FILE = /design/flow/constraint.sdc
export NUM_CORES = 4
export LEC_CHECK = 1
export CORE_UTILIZATION = 30
==> ./design.v <==
`timescale 1ns / 1ps
module TC(
    input wire clk,
    input wire reset,
    input wire [31:2] Addr,
    input wire WE,
    input wire [31:0] Din,
    output wire [31:0] Dout,
    output wire IRQ
    );
	reg [1:0] state;
	reg [31:0] mem [2:0];
	reg _IRQ;
	assign IRQ = mem[0][3] & _IRQ;
	assign Dout = mem[Addr[3:2]];
	wire [31:0] load = Addr[3:2] == 0 ? {28'h0, Din[3:0]} : Din;
	integer i;
	always @(posedge clk) begin
		if(reset) begin
			state <= 0; 
			for(i = 0; i < 3; i = i+1) mem[i] <= 0;
			_IRQ <= 0;
		end
		else if(WE) begin
			mem[Addr[3:2]] <= load;
		end
		else begin
			case(state)
				2'b00 : if(mem[0][0]) begin
					state <= 2'b01;
					_IRQ <= 1'b0;
				end
				2'b01 : begin
					mem[2] <= mem[1];
					state <= 2'b10;
				end
				2'b10  : 
					if(mem[0][0]) begin
						if(mem[2] > 1) mem[2] <= mem[2]-1;
						else begin
							mem[2] <= 0;
							state <= 2'b11;
							_IRQ <= 1'b1;
						end
					end
					else state <= 2'b00;
				default : begin
					if(mem[0][2:1] == 2'b00) mem[0][0] <= 1'b0;
					else _IRQ <= 1'b0;
					state <= 2'b00;
				end
			endcase
		end
	end
endmodule
==> ./constraint.sdc <==
current_design TC

set clk_period 9.8
set clk_io_pct 0.2

create_clock -name clk0 -period $clk_period [get_ports {clk}]

set non_clock_inputs [all_inputs -no_clocks]
set_input_delay [expr $clk_period * $clk_io_pct] -clock clk0 $non_clock_inputs
set_output_delay [expr $clk_period * $clk_io_pct] -clock clk0 [all_outputs]
==> ./run.sh <==
#!/bin/bash
# OpenROAD 26Q1-2900-gdf79404cd8, Yosys 0.63+post, stock flow scripts
make -C /OpenROAD-flow-scripts/flow DESIGN_CONFIG=/design/flow/config.mk WORK_HOME=/design/flow/orfs finish
==> notes.md <==
Results of the run.

The run finished with clean final reports. Summed over all failing endpoints, the final setup total negative slack is 0 ns. Per the run report, area growth between synthesis and finish was 24.89%. The die is ~150 um wide. The commonest register cell after synthesis is edfxtp_1. The number of port buffers is 69. By startpoint and endpoint, the worst setup path is classified as in -> out. The number of buffers created by CTS is 17.

The total design power is 1.422 mW. The core utilization at floorplan is 30.86%. The post-route non-filler standard cell count is between 900 and 1000. During I/O placement, the number of pins put on the boundary was 98. Across all register-to-register paths, the minimum setup slack is about 6.9 ns. The via count of the routed design is around 5000. Per STA, the worst path is made up of buf_2, buf_4, mux4_2, clkdlybuf4s50_1.

The minimum period implied by the final worst setup slack is approximately 5.7 ns. The beginning of the worst hold path is state[3]. The max-slew check reports its worst relative slack as 48.81%. In this run the vertical extent of the chip is 152.5 um.

Buffers inserted to repair hold after CTS numbered 0. In this run the number of H-tree levels came out at 4. For reference, the final report shows the hold violation count at 0. The max-slew violation count is 0. After synthesis, the chip area reported by Yosys is around 6800 sq um. The placement summary gives the final routability congestion estimate as ~0.82.

The leakage power summed over all cells is 3.099 nW. The maximum clock path buffer count is 2. The cell total after placement is slightly above 900. Data on the critical path arrives at its endpoint at ~3.8 ns. The clock network latency to the later pin of the worst-skew pair is approximately 0.42 ns. OpenSTA, run right after detailed placement, puts the worst setup slack at between 4 and 5 ns. Setup repair after global routing left no endpoint under its margin. The element type at the critical path end is an output pin. The final antenna diode tally reported by the flow is 0. Per the power-grid run, VDD falls by no more than ~0.11 mV. The initial antenna violation count came to 0. The number of resized instances in the post-cts repair step is 0.

Across the routed clock network, the largest skew measured is 0.007134 ns. The library cell used most frequently in the layout, excluding fill and tap cells, is edfxtp_1. The tightest min-delay check is of the reg -> reg type. The origin of the worst setup path is Addr[2]. The global routing report lists met1 layer usage as a little under a quarter. The required time at the worst endpoint is listed as 7.84 ns. For this run the aggregate overflow at the end of global routing stands at 0. The count of standard-cell rows is ~54.

The setup slack after layout is approximately 4 ns. In the final layout, the share of cells above drive strength 1 is 14.24%. The Yosys warning count is 1.

The worst setup path is launched from an input port. The script computed a power per unit cell area of 167.5 nW/um^2. The global routing usage on met3 is 8.751%. Cells fill between 30 and 40% of the core in the end. The proportion of synthesized chip area in sequential cells is about three fifths. The largest net degree at the start of global routing is ~40. Per the post-CTS timing run, clock transition at the registers of the reported paths is approximately 0.050 ns. The beginning of the worst register-to-register path is mem[2][5].

Yosys mapped the design onto about 54 distinct sky130hd cell types. The mapped netlist covers about 6800 sq um. In this run the full chip footprint comes out at between 20000 and 25000 sq um.

The synthesized netlist cell count is between 500 and 600. The count of antenna-violating nets left after detailed routing is 0. For the pin with the worst max-slew slack, the measured transition is ~0.77 ns. The count of state elements after synthesis is approximately 130. The violation count after the first detailed-route iteration is around 370. For this sky-water flow run, the detailed-routed wirelength per cell is reported as 19.51 um. The via count of the first global-routing pass is 5052. The instance area at placement is just under 8000 sq um.

The post-CTS setup repair buffer count is 0. Hold timing on the final database bottoms out at a slack of 0.4510 ns. The cell count in the Yosys report is about 550.

The region available for standard cell placement spans roughly 22000 sq um. The tool flagged a number of max-cap violations equal to 0. The number of search-and-repair iterations in the first detailed-routing pass is 18. The global-route wire length before repair is roughly 29000 um. The number of sinks driven by the clock tree is 133.

The post-synth tally of flip-flops with integrated enable is between 100 and 150. The cell type of the slowest stage on the worst timing path is mux4_2. The longest incremental delay of any stage on the critical path is reported as 0.65 ns. The root buffer selected by CTS is clkbuf_16.

For this run, the detailed router reports a per-instance via density of 5.211. The overall fraction of global-route tracks in use is 17.17%. The detailed placer's ending HPWL is around 11000 um. For this run, asynchronously set or reset flops after synthesis account for 0%. The final instance area is roughly 8500 sq um.

The clock tree from TritonCTS is built. The last timing report of the flow puts the setup violation total at 0. In this run the worst path has a maximum fanout of 37. The mean area per synthesized cell is between 10 and 15 sq um. The number of warning messages in the logs is roughly 54. The number of remaining DRC errors is 0.

The flow reports an fmax of between 150 and 200 MHz. OpenROAD reports that the post-layout worst path occupies about three fifths of the period. The total detailed-routing wirelength is around 18000 um.

The met2 demand-to-capacity share in global routing is about a quarter. The top cell types in the final layout, fill and taps aside, are edfxtp_1, nor2_1, clkdlybuf4s50_1. The highest-utilization routing layer at the global route stage is met2.
[metal layers]
layer,share of wire [%],vias up
met1,41,2362
li1,-,2272
met4,1.2,0
met3,11,15
met5,0,-
met2,47,249
[state kept, by name, indices dropped and copies added (netlist names)]
register / cells
mem: 128
state: 4
_IRQ: 1
[report_power, final]
group | switching [mW] | internal (mW)
sequential | 0.0187 | 0.660
clock | 0.218 | 0.366
combinational | 0.0770 | 0.0818
total | 0.314 | 1.11
[kinds of logic after synthesis]
kind of cell / after synthesis / synth area share, %
other cells: 1 / 0.05518
mux: 33 / 10.75
xor+xnor: 27 / 3.479
compound gates: 58 / 6.020
buf+inv: 45 / 2.614
fa+ha+maj: 2 / 0.3681
flops: 133 / 58.03
simple gates: 253 / 18.69
[worst max-delay path: cells and delay by family]
kind	cells	cell delay, ns
multiplexers	1	0.65
buffers and inverters	3	1.11
[cells in the mapped netlist, types with 5 or more instances]
| cell type | number | share of area, % |
|---|---|---|
| a21oi_1 | 20 | 1.5 |
| a221oi_1 | 9 | 1.2 |
| and2_1 | 14 | 1.3 |
| and3_1 | 12 | 1.1 |
| clkbuf_1 | 31 | 1.7 |
| dfxtp_1 | 5 | 1.5 |
| edfxtp_1 | 128 | 57 |
| inv_1 | 8 | 0.44 |
| mux4_2 | 32 | 11 |
| nand2_1 | 43 | 2.4 |
| nand3_1 | 30 | 2.2 |
| nor2_1 | 81 | 4.5 |
| nor3_1 | 24 | 1.8 |
| nor4_1 | 13 | 1.2 |
| or2_2 | 5 | 0.46 |
| or3_1 | 6 | 0.55 |
| or4_1 | 6 | 0.66 |
| xnor2_1 | 8 | 1.0 |
| xor2_1 | 19 | 2.4 |
[path summary, 6_finish.rpt]
check	end	cells after the start
worst max-delay path	Dout[14]	4
worst min-delay path	state[3]	2
worst max register to register	mem[2][10]	6
worst min register to register	state[3]	2
[final cells by class]
type                       instances  area [sq um]
tap                              280         350.3
inverter                           8         30.03
fill                            2086         13540
sequential                       133          3944
clock inverter                     8         85.08
timing repair buffer              88         823.3
multi-input combinational        401          2811
clock buffer                      22         444.2
Power figures rest on the tool's default switching activity, not on a simulated workload.
