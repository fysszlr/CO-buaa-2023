==> /design/flow/run.sh <==
#!/bin/bash
# OpenROAD 26Q1-2900-gdf79404cd8, Yosys 0.63+post, stock flow scripts
make -C /OpenROAD-flow-scripts/flow DESIGN_CONFIG=/design/flow/config.mk WORK_HOME=/design/flow/orfs finish
==> /design/flow/config.mk <==
export PLATFORM = sky130hd
export DESIGN_NAME = e_alu
export DESIGN_NICKNAME = e_alu
export VERILOG_FILES = /design/flow/design.v
export SDC_FILE = /design/flow/constraint.sdc
export NUM_CORES = 4
export LEC_CHECK = 1
export CORE_UTILIZATION = 30
==> /design/flow/constraint.sdc <==
current_design e_alu

set clk_period 19.0
set clk_io_pct 0.2

create_clock -name clk0 -period $clk_period

set non_clock_inputs [all_inputs -no_clocks]
set_input_delay [expr $clk_period * $clk_io_pct] -clock clk0 $non_clock_inputs
set_output_delay [expr $clk_period * $clk_io_pct] -clock clk0 [all_outputs]
==> /design/flow/design.v <==
`timescale 1ns / 1ps
`default_nettype none
`timescale 1ns / 1ps
module e_alu(
    input wire [31:0] srcA,
    input wire [31:0] srcB,
	 input wire [4:0] shamt,
    input wire [3:0] aluOp,
    output reg [31:0] aluResult
    );
	wire [31:0] add = srcA + srcB;
	wire [31:0] sub = srcA - srcB;
	wire [31:0] oror = srcA | srcB;
	integer i;
	reg [31:0] sll;
	always @(*) begin : get_sll
		for (i = 0; i < 32; i = i + 1) begin
			if (i < shamt) sll[i] = 1'b0;
			else sll[i] = srcA[i -shamt];
		end
	end
	always @(*) begin
		case (aluOp)
			0 : aluResult = 0;
			1 : aluResult = add;
			2 : aluResult = sub;
			3 : aluResult = oror;
			4 : aluResult = sll;
			default : aluResult = 0;
		endcase
	end
endmodule
==> results.toml <==
# generated from flow reports
[run_status]
outcome = "finished clean"

[sta]
timing.final.ws_setup_ns = 6.15
timing.setup.tns_ns = 0
final_period_minus_worst_setup_slack_ns = 12.85
period_used_share = 0.676
finalMaxSlewViolations = 0
tightest_slew_ns = 0.746
setup_repair_after_global_routing_missed_its_margin = "no"
timing.slew.headroom = 0.503
finalHoldViolations = 0
highest_clock_rate_mhz = 77.8
setup_viol = 0

[route]
drcViolationCount = 0
drtAntennaViolNets = 0
dr_total_vias = 7077
antenna_cells = 0
detail_route.wl_per_cell_um = 21.4
detail_route.vias_per_cell = 5.96
drt_first_iter_violations = 660
router_iterations_before_antenna_repair = 5
wirelength_mm = 25.5

[synthesis]
yosys.area_share.adder = 0.111
synthCells = 848
synthTopLogicFamily = "multiplexers"
yosysWarnings = 1
netlist_top_cells_area = "mux4_2 15%, ha_1 11%, mux2i_1 10%"
mux_share = 0.281
synth-cells-yosys = 848
yosysTopAreaCell = "mux4_2"
ys_seq_share = 0
yosysUniqueCellTypes = 71
syn-mean-instance-area_sq_um = 7.42
ys_area_sq_um = 6290
aoi_share = 0.261
yosys.area_share.simple = 0.189
netlist_area_sq_um = 6290
ys_sh_xor = 0.109
synth.top_cell.area_share = 0.154

[setup_path]
critical_path.cell_chain = "clkdlybuf4s50_1 > or4_4 > nor3_2 > or3b_1 > or2_4 > or3_4 > o21ai_0 > xor2_1 > ha_1 > inv_1 > or3_1 > nor2_1 > o21ai_0 > a211oi_1 > nor2b_1 > or4_1 > nand4_1 > clkdlybuf4s50_1"
critPathCaptureType = "output port"
cell_with_the_largest_stage_delay_on_the_worst_path = "or4_4"
crit_type = "in2out"
critical_path.startpoint_type = "primary input"
max_stage_delay_ns = 0.59
timing.critical_path.required_ns = 15.20
worst_ep_arrival_time_ns = 9.05
critical_path_peak_fanout = 6

[run]
log.warning_count = 48
drv_cap = 0

[final_layout]
instances_no_fill = 1187
areaGrowthSynthToFinish_pct = 20.6
ff_count = 0
drive_gt1_frac = 0.0971
fin_util = 0.372
final_layout_top_logic_cell = "clkdlybuf4s50_1"
mi_logic_area_sq_um = 5990
fill_cells = 2155
n_clock_buffer = 0
top_library_cells_by_usage_in_the_layout_fill_and_taps_aside = "104 x clkdlybuf4s50_1, 90 x a21oi_1, 88 x o21ai_0"
layout.area.seq_sq_um = 0

[placed_design]
numPortBuffers = 105
post-place-ws_ns = 6.17
gp_congestion = 0.967
numPlacedInstances = 1187
post-dp-hpwl_mm = 20.2

[floorplanning]
dieHeight_um = 147
fp.coreArea_sq_um = 20400
die-width_um = 147
placementRows = 52
pre_placement_core_utilization = 0.308
io_pins = 105
chipArea_sq_um = 21600

[pwr]
intPower_mw = 0.115
power.density_cell_area_nw_per_um2 = 33.7
power.combinational.fraction = 1.000
switching_share = 0.550
part_of_the_total_power_dissipated_in_sequential_elements = 0
p_sw_mw = 0.140
ir_drop_v = 0.0000117
clockPowerShare = 0
power.static_leakage_nw = 2.93

[hold_path]
min-delay-path-class = "in2out"
hold_depth = 4

[global_routing]
initial_antenna_violation_count = 0
gr-usage-all-layers = 0.242
grt_first_pass_wirelength_mm = 39.7
grt_max_degree = 53
grt-ovfl-total = 0
first_global_vias = 6636

[cts]
cts.hold.buffers_added = 0
cts.repair.resized = 0
cts_setup_buffers = 0
## metal layers
layer	share of wire	global-route usage	vias up
met4	0.034	0.0646	0
met1	0.44	0.349	3373
met3	0.076	0.0406	41
li1	-	-	3368
met2	0.45	0.376	295
met5	0	0	-
## power by group through the flow
| stage | sequential (mW) | combinational (mW) | clock (mW) |
|---|---|---|---|
| 6_report | 0 | 0.255 | 0 |
| 4_1_cts | 0 | 0.253 | 0 |
| 5_1_grt | 0 | 0.278 | 0 |
## worst max-delay path, delay by kind of cell
kind / cells / cell delay (ns)
fa+ha+maj: 1 / 0.40
compound gates: 3 / 0.74
simple gates: 10 / 2.96
buf+inv: 3 / 1.03
xor+xnor: 1 / 0.10
## Yosys cell counts, drive strengths merged, types with 3 or more instances
library cell	number
a211oi	5
or4	6
and3	6
mux4	43
inv	31
nand4	9
nor4	4
or3	5
nand2	84
clkbuf	36
o221ai	8
o41ai	6
o2111ai	3
a31oi	11
nand3	15
ha	54
o21bai	6
a221oi	3
nor3b	3
a21o	9
xnor2	53
xor2	25
and4	3
buf	13
or2	5
o211ai	17
a211o	3
mux2i	63
nor3	13
nand2b	5
a21oi	90
nor2b	16
and2	3
nor2	56
o21ai	88
o31ai	4
mux2	15
## final cells by class
cell class | instances | area share
inverter | 31 | 0.0153
multi-input combinational | 768 | 0.789
tap | 270 | 0.0445
timing repair buffer | 118 | 0.151
## stage by stage
step | power [mW] | hold slack (ns) | cell area, sq um
floorplan | 0.163 | 7.69 | 6290
global placement | 0.253 | 8.72 | 7590
detailed placement | 0.252 | 8.72 | 7590
CTS | 0.253 | 8.73 | 7590
global route | 0.278 | 8.76 | 7590
finish | 0.255 | 8.74 | 7590
## kinds of logic after synthesis
family / Yosys count
AOI/OAI and AO/OA: 272
xor gates and xnor gates: 78
adders and majority gates: 55
buffers and inverters: 80
muxes: 121
and+or+nand+nor: 242
## worst paths after layout
check | startpoint | end | slack, ns
max | srcB[4] | aluResult[25] | 6.15
min | srcB[14] | aluResult[14] | 8.74
Power and IR drop assume default switching activity.
