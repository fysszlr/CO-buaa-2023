File: flow/config.mk
export PLATFORM = sky130hd
export DESIGN_NAME = m_cp0
export DESIGN_NICKNAME = m_cp0
export VERILOG_FILES = /design/flow/design.v
export SDC_FILE = /design/flow/constraint.sdc
export NUM_CORES = 4
export LEC_CHECK = 1
export CORE_UTILIZATION = 30
File: flow/constraint.sdc
current_design m_cp0

set clk_period 9.1
set clk_io_pct 0.2

create_clock -name clk0 -period $clk_period [get_ports {clk}]

set non_clock_inputs [all_inputs -no_clocks]
set_input_delay [expr $clk_period * $clk_io_pct] -clock clk0 $non_clock_inputs
set_output_delay [expr $clk_period * $clk_io_pct] -clock clk0 [all_outputs]
File: flow/design.v
`timescale 1ns / 1ps
`default_nettype none
`timescale 1ns / 1ps
module m_cp0(
    input wire clk,
    input wire reset,
    input wire cp0Write,
    input wire [4:0] a1,  
    input wire [4:0] a2,  
    input wire [31:0] din,
    input wire [31:0] pc,
	 input wire [31:0] instr,
    input wire [4:0] excCodeIn,
    input wire delaySlot,
    input wire [5:0] hwInt,
    input wire exlClr,
    output wire req,
    output wire [31:0] epcOut,
    output reg [31:0] dout,
	 output wire testIntResponse
    );
	reg [31:0] sr,cause,epc;
	wire errReq = !sr[1] && (|excCodeIn);
	wire intReq = !sr[1] && sr[0] && (|(hwInt & sr[15:10]));
	wire [31:0] tmp_epc = (req) ? (delaySlot ? pc - 32'd4 : pc) : epc;
	assign req = (errReq || intReq) ? 1 : 0;
	assign epcOut = tmp_epc;
	assign testIntResponse = !sr[1] && sr[0] && (hwInt[2] & sr[12]);
	always @(*) begin : get_dout
		case (a1) 
			12 : dout = sr;
			13 : dout = cause;
			14 : dout = epc;
			default : dout = 0;
		endcase
	end
	always @(posedge clk) begin : get_all
		if (reset) begin
			sr <= 0;
			cause <= 0;
			epc <= 0;
		end
		else begin
			cause[15:10] <= hwInt;
			if (exlClr) sr[1] <= 1'b0;
			if (req) begin
				sr[1] <= 1'b1;
				cause[31] <= delaySlot;
				cause[6:2] <= intReq ? 0 : excCodeIn;
				epc <= tmp_epc;
			end
			else if (cp0Write) begin
				case (a2)
					12 : sr <= din;
					14 : epc <= din;
					default : ;
				endcase
			end
		end
	end
endmodule
File: flow/run.sh
#!/bin/bash
# OpenROAD 26Q1-2900-gdf79404cd8, Yosys 0.63+post, stock flow scripts
make -C /OpenROAD-flow-scripts/flow DESIGN_CONFIG=/design/flow/config.mk WORK_HOME=/design/flow/orfs finish
==> flow_summary.yaml <==
# flow metrics
clock_network:
  clock_latency_ps: 330
  post_cts_hold_buffer_count: 0
  cts.sink_count: 76
  cts_max_level: 3
  cts_root_buf: "sky130_fd_sc_hd__clkbuf_16"
  clkTransAtPathRegs_ps: 60
  cts-buffers-inserted: 9
  postCtsSetupRepairBufs: 0
  tritoncts: "yes"
  ctsLongestPathBuffers: 2
  cts.repair.resized: 0
cells_and_area:
  layout-drive-gt1-share_pct: 6.37
  lay_top_cells: "153 x sky130_fd_sc_hd__clkdlybuf4s50_1, 76 x sky130_fd_sc_hd__dfxtp_1, 64 x sky130_fd_sc_hd__o31ai_1, 59 x sky130_fd_sc_hd__a21oi_1, 54 x sky130_fd_sc_hd__nand4_1"
  final_common_cell: "sky130_fd_sc_hd__clkdlybuf4s50_1"
  final_core_utilization_pct: 42.4
  layout-area-overhead-vs-synth_pct: 38.7
setup_path:
  critPathSlowestCell: "sky130_fd_sc_hd__or4bb_1"
  largest_incremental_delay_on_the_critical_path_ps: 700
  critical-path-top-cell-by-count: "sky130_fd_sc_hd__clkdlybuf4s50_1"
  setup.worst_path.start_class: "input port"
  endpoint_kind: "output pin"
  critical_path_required_ps: 7280
  timing.critical_path.cells: "clkdlybuf4s50_1 > inv_1 > ha_1 > or4bb_1 > or4b_4 > or4_1 > a31oi_1 > clkdlybuf4s50_1"
  worst-setup-path-type: "in -> out"
  timing.critical_path.fanout_max: 13
  worst_ep_arrival_time_ps: 5080
global_route:
  overflow: 0
  first_global_vias: 5201
  pin_count_of_the_biggest_net_entering_global_routing: 73
  grt_antenna_before_repair: 0
  grt_use_total_pct: 21.7
  grt_first_pass_wirelength_um: 29400
logic_synthesis:
  synthesized_chip_area_reported_by_yosys_mm2: 0.00505
  avgSynthCellArea_um2: 7.97
  ys_async_sr_fraction_pct: 0
  synth-edff-count: 0
  flop_cell: "sky130_fd_sc_hd__dfxtp_1"
  synth.yosys.num_cells: 633
  post_synth_inst_count: 633
  synth.yosys.warnings: 1
  yosys.stat.seqShare_pct: 30.2
  syn_area_mm2: 0.00505
  yosys_register_bits: 76
  synth.distinct_cells: 50
die:
  die_y_um: 132
  die-width_um: 132
  boundaryPins: 188
  chipArea_mm2: 0.0173
  floorplan.core_area_mm2: 0.0165
  initCoreUtil_pct: 30.5
  std_cell_rows: 47
final_timing:
  holdWs_ps: 465
  period_minus_slack_ps: 6900
  timing.slew.headroom_pct: 35.2
  layout_worst_path_cycle_share_pct: 75.8
  timing.fmax_mhz: 145
  skew_ps: 4.11
  tightestPinTransition_ps: 970
  grt_setup_unrepaired: "false"
  hold_viol_final: 0
  timing.final.max_slew_violations: 0
  tns_ps: 0
  report.final.setup_viol: 0
routing:
  insertedDiodeCount: 0
  post_drt_via_cell_ratio: 5.83
  post_drt_wl_per_cell_um: 19.7
  detail_route.wirelength_um: 18900
  drt_drc_violations_left: 0
  final_antenna_net_count: 0
  drtPass1Iterations: 5
  total_via_count_in_the_routed_design: 5581
  dr.first_iter.drc_count: 428
placement:
  detailedPlacementHpwl_um: 12600
  place.port_buffers: 155
  place_congestion: 0.880
power:
  p_leak_nw: 2.24
  power_density_mw_per_mm2: 136
  vdd_ir_drop_max_mv: 0.0798
run:
  maximum_capacitance_violations: 0
  stage_log_warnings: 57
status:
  outcome: "complete, no violations"
hold_path:
  timing.hold.worst.class: "reg -> reg"
-- power breakdown --
group | leakage (nW) | switching [mW] | internal [mW]
Clock | 0.149 | 0.135 | 0.234
Combinational | 1.46 | 0.104 | 0.114
Sequential | 0.624 | 0.0157 | 0.351
-- Yosys cell counts, types with 2 or more instances --
cell,n,area [um2]
sky130_fd_sc_hd__inv_1,3,11.3
sky130_fd_sc_hd__or4_1,18,135
sky130_fd_sc_hd__o21ai_0,18,90.1
sky130_fd_sc_hd__xnor2_1,10,87.6
sky130_fd_sc_hd__nor2b_1,7,43.8
sky130_fd_sc_hd__or3_1,13,81.3
sky130_fd_sc_hd__a31oi_1,31,194
sky130_fd_sc_hd__mux2_2,3,33.8
sky130_fd_sc_hd__nand3_1,2,10.0
sky130_fd_sc_hd__or4_4,3,33.8
sky130_fd_sc_hd__buf_2,3,15.0
sky130_fd_sc_hd__nand2b_1,3,18.8
sky130_fd_sc_hd__xor2_1,3,26.3
sky130_fd_sc_hd__nor3_1,34,170
sky130_fd_sc_hd__nand2_1,16,60.1
sky130_fd_sc_hd__a22oi_1,3,22.5
sky130_fd_sc_hd__buf_6,2,22.5
sky130_fd_sc_hd__or4b_1,2,20.0
sky130_fd_sc_hd__a41o_1,23,230
sky130_fd_sc_hd__a211oi_1,7,52.6
sky130_fd_sc_hd__mux2i_1,44,440
sky130_fd_sc_hd__nor4_1,3,18.8
sky130_fd_sc_hd__nand4_1,54,338
sky130_fd_sc_hd__a21oi_1,59,295
sky130_fd_sc_hd__nor2_1,34,128
sky130_fd_sc_hd__clkbuf_1,68,255
sky130_fd_sc_hd__dfxtp_1,76,1520
sky130_fd_sc_hd__buf_1,6,22.5
sky130_fd_sc_hd__o31ai_1,64,480
-- stage by stage --
step                      cells  setup slack [ps]  instance area [um2]  total power, mW
after floorplan             633              3480                 5050            0.467
after global placement      943              2250                 6700            0.587
after detailed placement    943              2250                 6700            0.589
after CTS                   958              2220                 7000            0.960
after global routing        958              2130                 7000            0.997
final                       958              2200                 7000            0.953
-- final cells by class --
cell class	count	area, um2
Sequential cell	76	1520
Clock inverter	1	30.0
Clock buffer	14	274
Inverter	5	18.8
Fill cell	1577	9530
Tap cell	220	275
Multi-Input combinational cell	473	3230
Timing Repair Buffer	169	1650
-- worst max-delay path, delay by kind of cell --
family	cells	cell delay (ps)
simple gates	3	1800
buf+inv	3	1040
compound gates	1	220
fa+ha+maj	1	180
-- layer usage --
layer	routed length, um	track usage (%)	vias to the layer above
met5	0	0	-
met4	335	3.94	0
met3	1660	6.23	19
met2	8070	31.0	250
met1	8840	33.1	2608
li1	-	-	2704
-- final timing paths --
check,start,endpoint,slack [ps],depth (start not counted)
setup / recovery,pc[2],epcOut[26],2200,8
hold / removal,sr[7],sr[7],460,2
setup reg to reg,sr[11],epc[23],6940,6
hold reg to reg,sr[7],sr[7],460,2
-- cell families after synthesis --
kind of cell	Yosys count	share of synthesized area [%]
adders and majority gates	1	0.248
xor gates and xnor gates	13	2.26
and+or+nand+nor	197	22.4
buffers and inverters	84	6.62
DFF	76	30.2
muxes	47	9.40
AOI/OAI and AO/OA	215	28.9
-- flip-flops by register name (all words and copies together), names as in the netlist --
| signal | count |
|---|---|
| cause | 12 |
| epc | 32 |
| sr | 32 |
Power is estimated from default activity; no workload was simulated.
